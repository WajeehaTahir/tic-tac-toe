==> ./design.v <==
`default_nettype none
module top(
    input wire clk,                 
    input wire IO_BTN_C,            
    input wire [3:0] IO_SWITCH,     
    output wire VGA_Hsync,          
    output wire VGA_Vsync,          
	 input wire btn,
    output reg [2:0] VGA_Red,       
    output reg [2:0] VGA_Green,     
    output reg [1:0] VGA_Blue,      
	 output reg [2:0] led
    );
	 wire rst;
	 button reset(clk, IO_BTN_C, rst);
    reg [15:0] cnt;
    reg pix_stb;
    always @(posedge clk)
			if(rst)
			 cnt <=0;
			else
		    {pix_stb, cnt} <= cnt + 16'h4000;   
    wire [9:0] x;   
    wire [8:0] y;   
    wire animate;   
    localparam SCREENSIZE_X = 640;  
    localparam SCREENSIZE_Y = 480;  
    vga640x480 display (
        .i_clk(clk),             
        .i_pix_stb(pix_stb),     
        .i_rst(rst),             
        .o_hs(VGA_Hsync),        
        .o_vs(VGA_Vsync),        
        .o_x(x),                 
        .o_y(y),                 
        .o_animate(animate)      
    );
reg [22:0] prod1, prod2; 
reg [9:0]offsetx;
reg [9:0]offsety;
reg [17:0] board; 
wire btn_o;
reg [1:0]result;
reg [3:0] AIpos;
button b0(clk, btn, btn_o);  
reg [3:0] i;
initial begin 
	led = 0;
	result = 0;
	board = 18'd0;
end
always @(posedge clk) begin
	VGA_Red <= 0;
	VGA_Green <= 0;
	VGA_Blue <= 0;
	if(rst) begin
		board = 18'd0;
		led = 0;
		result = 0;
	end
	if(btn_o==1 && result == 0) begin
		if (!board[IO_SWITCH*2+1 -: 2]) begin
		board[IO_SWITCH*2+1 -: 2] = 1;  
      #100 AIpos = findmove(board);
	   board[AIpos*2+1 -: 2] = 2;      
		end
	end 
	result = eval(board);
	if (result==1) led[0]=1;
	if (result==2) led[1]=1;
	if (result==3) led[2]=1;
	if (((x > 199) & (x < 219)) || ((x > 419) & (x < 439))) begin
		VGA_Red <= 7;
		VGA_Green <= 7;
		VGA_Blue <= 3; 
	end  
	if (((y > 144) & (y < 164)) || ((y > 364) & (y < 384))) begin
		VGA_Red <= 7;
		VGA_Green <= 7;
		VGA_Blue <= 3; 
	end  
	for (i = 0; i < 9; i = i + 1) begin
		offsetx =220*(i%3);
		offsety =190*(i/3);
		if (board[i*2+1-: 2] ==1) begin
			if ((x > 49+offsetx & x < 149+offsetx) & (y > 22+offsety & y < 122+offsety)) begin
				VGA_Red <= 7;
				VGA_Green <= 0;
				VGA_Blue <= 0;
			end
		end
		if (board[i*2+1-: 2] == 2) begin
			offsetx =220*(i%3);
			offsety =190*(i/3);
			prod1 = (x-100-offsetx)*(x-100-offsetx)  + (y-72-offsety)*(y-72-offsety); 
			if ((prod1 < 2500)) begin  
				 VGA_Red <= 7;
				VGA_Green <= 0;
				VGA_Blue <= 0; 
		  end  
		end				
	end
end  
function  automatic  [1:0] eval;
    input [17:0] board ; 
	 reg [1:0] result;
	 reg [3:0] i;
    begin
      result = 0;
		if(!result)result = board[0*2+1-:2] & board[1*2+1-:2] & board[2*2+1-:2];
		if(!result)result = board[3*2+1-:2] & board[4*2+1-:2] & board[5*2+1-:2];
		if(!result)result = board[6*2+1-:2] & board[7*2+1-:2] & board[8*2+1-:2];
		if(!result)result = board[0*2+1-:2] & board[3*2+1-:2] &board[6*2+1-:2];
		if(!result)result = board[1*2+1-:2] & board[4*2+1-:2] &board[7*2+1-:2];
		if(!result)result = board[2*2+1-:2] & board[5*2+1-:2] &board[8*2+1-:2];
		if(!result)result = board[0*2+1-:2] & board[4*2+1-:2] &board[8*2+1-:2];
		if(!result)result = board[6*2+1-:2] & board[4*2+1-:2] &board[2*2+1-:2];
		if(!result) begin
			result=3;
			for(i = 0; i < 9; i = i + 1) begin
					if(board[i*2+1-:2]==0) result=0;
			end		
		end
		eval = result;
	 end
endfunction
function  automatic [3:0] findmove;
	 input [17:0] board; 
	 reg signed [3:0] bestvalue, newvalue;
	 reg [3:0] bestmove;
	 reg [3:0] i;
		begin	
		 bestvalue = -2;
		 for(i = 0; i < 9; i = i + 1) begin
			if(board[i*2+1-:2] == 0) begin 
				board[i*2+1-:2]= 2;
				newvalue= findmoveRecursive(board, 1, 1,-2, 2);
				board[i*2+1-:2]= 0;
				if (newvalue > bestvalue) begin
					bestvalue=newvalue;
					bestmove = i;
					end
			end
		 end 
		findmove=bestmove;
	end
endfunction
function automatic signed[3:0] findmoveRecursive;
	  input [17:0] board; 
	  input turn;
	  input [3:0]  depth;
	  input signed [3:0]  alpha, beta; 
	  reg   signed [3:0]  bestvalue, newvalue;
	  reg [3:0] i;
	  reg [1:0]result;
	  begin	
			result = eval(board);
			if (result == 0 & depth < 2) begin				
					if (turn == 1) begin
						bestvalue = 2;
						for(i=0; i < 9; i=i+1) begin
							if(board[i*2+1-:2] == 0) begin 	
									board[i*2+1-:2]= 1;
									newvalue = findmoveRecursive(board,2,depth+1,alpha,beta);
									board[i*2+1-:2]= 0;
									if (newvalue < bestvalue) bestvalue = newvalue;
						end 
					end
				end
				if (turn == 2) begin
				  bestvalue = -2;
				  for(i=0; i < 9; i=i+1) begin
					 if(board[i*2+1-:2] == 0) begin 
						board[i*2+1-:2]= 2;
						newvalue= findmoveRecursive(board,1,depth+1,alpha,beta);
						board[i*2+1-:2]= 0;
						if (newvalue > bestvalue) bestvalue = newvalue;
						end 
					end 
				end
			end
			else if (result==1)  bestvalue = -1; 
			else if (result==2)  bestvalue = 1; 
			else  bestvalue = 0;
			findmoveRecursive = bestvalue;
	  end
endfunction
endmodule
module button(input wire clk, in, output wire out);
	reg r1,r2,r3;
	initial begin 
		end
	always@(posedge clk)
	begin
		r1<=in;
		r2<=r1;
		r3<=r2;
	end
assign out=~r3&r2;
endmodule
`default_nettype none
module vga640x480(
    input wire i_clk,            
    input wire i_pix_stb,        
    input wire i_rst,            
    output wire o_hs,            
    output wire o_vs,            
    output wire o_blanking,      
    output wire o_active,        
    output wire o_screenend,     
    output wire o_animate,       
    output wire [9:0] o_x,       
    output wire [8:0] o_y        
    );
    localparam HS_STA = 16;               
    localparam HS_END = 16 + 96;          
    localparam HA_STA = 16 + 96 + 48;     
    localparam VS_STA = 480 + 10;         
    localparam VS_END = 480 + 10 + 2;     
    localparam VA_END = 480;              
    localparam LINE   = 800;              
    localparam SCREEN = 525;              
    reg [9:0] h_count;   
    reg [9:0] v_count;   
    assign o_hs = ~((h_count >= HS_STA) & (h_count < HS_END));
    assign o_vs = ~((v_count >= VS_STA) & (v_count < VS_END));
    assign o_x = (h_count < HA_STA) ? 0 : (h_count - HA_STA);
    assign o_y = (v_count >= VA_END) ? (VA_END - 1) : (v_count);
    assign o_blanking = ((h_count < HA_STA) | (v_count > VA_END - 1));
    assign o_active = ~((h_count < HA_STA) | (v_count > VA_END - 1)); 
    assign o_screenend = ((v_count == SCREEN - 1) & (h_count == LINE));
    assign o_animate = ((v_count == VA_END - 1) & (h_count == LINE));
    always @ (posedge i_clk)
    begin
        if (i_rst)   
        begin
            h_count <= 0;
            v_count <= 0;
        end
        if (i_pix_stb)   
        begin
            if (h_count == LINE)   
            begin
                h_count <= 0;
                v_count <= v_count + 1;
            end
            else 
                h_count <= h_count + 1;
            if (v_count == SCREEN)   
                v_count <= 0;
        end
    end
endmodule
==> ./run.sh <==
#!/bin/bash
# OpenROAD 26Q1-2900-gdf79404cd8, Yosys 0.63+post, stock flow scripts
make -C /OpenROAD-flow-scripts/flow DESIGN_CONFIG=/design/flow/config.mk WORK_HOME=/design/flow/orfs finish
==> ./config.mk <==
export PLATFORM = sky130hd
export DESIGN_NAME = top
export DESIGN_NICKNAME = top
export VERILOG_FILES = /design/flow/design.v
export SDC_FILE = /design/flow/constraint.sdc
export NUM_CORES = 4
export LEC_CHECK = 1
export CORE_UTILIZATION = 30
==> ./constraint.sdc <==
current_design top

set clk_period 20.5
set clk_io_pct 0.2

create_clock -name clk0 -period $clk_period [get_ports {clk}]

set non_clock_inputs [all_inputs -no_clocks]
set_input_delay [expr $clk_period * $clk_io_pct] -clock clk0 $non_clock_inputs
set_output_delay [expr $clk_period * $clk_io_pct] -clock clk0 [all_outputs]
==> load_flow_metrics.sql <==
-- flow metrics import
INSERT INTO impl_metrics (metric_group, metric, value, unit) VALUES
('critical_path', 'cp_slowest_cell', 'or3_4', ''),
('critical_path', 'worstPathRequired', '20.74', 'ns'),
('route', 'num_vias', '63200', ''),
('global_route', 'groute.layer.met1.usage', '33.9', '%'),
('synth', 'postSynth.topFlopCell', 'dfxtp_1', ''),
('critical_path', 'type_of_origin_of_the_critical_path', 'input port', ''),
('critical_path', 'ff2ff_path_depth', '105', ''),
('status', 'run_status', 'finished, violations left', ''),
('synth', 'ff_latch_count_synth', '54', ''),
('critical_path', 'worst-r2r-setup-slack', '1.87', 'ns'),
('die', 'ios', '20', ''),
('timing', 'worst_case_headroom_to_the_max_slew_limit', '22.1', '%'),
('synth', 'synth_sequential_area_ratio', '1.86', '%'),
('synth', 'syn_avg_cell_area', '7.65', 'um2'),
('route', 'detailedRoute.firstIterationViolations', '4401', ''),
('global_route', 'grt_pass1_wl', '399000', 'um'),
('synth', 'synth_chip_area', '63900', 'um2'),
('timing', 'period_minus_slack', '21.72', 'ns'),
('worst_hold_path', 'hold-path-cell-count', '0', ''),
('synth', 'synthCells', '8351', ''),
('status', 'failed_checks', 'negative setup slack', ''),
('synth', 'synth_warnings', '7', ''),
('global_route', 'grt.busiest_layer', 'met2', ''),
('route', 'remaining_drc_errors', '0', ''),
('timing', 'final.setup.worst_slack', '-1.22', 'ns'),
('global_route', 'grtUsageTotal', '25.4', '%'),
('layout', 'fin_area', '76800', 'um2'),
('clocking', 'clock_transition_at_the_registers_of_the_reported_paths', '0.09', 'ns'),
('place', 'placement.io_buffers', '19', ''),
('clocking', 'cts_buffer_depth', '2', ''),
('timing', 'finalSetupViolations', '16', ''),
('die', 'dieWidth', '464', 'um'),
('critical_path', 'regToRegEndpoint', 'led[2]', ''),
('global_route', 'globalRouteOverflowTotal', '0', ''),
('synth', 'distinct_cells_synth', '118', ''),
('place', 'placedCellCount', '11900', ''),
('synth', 'ys_cells', '8351', ''),
('clocking', 'cts_root_buf', 'clkbuf_16', ''),
('timing', 'fin_skew', '0.0232', 'ns'),
('global_route', 'gr-usage-met2', '38.9', '%'),
('global_route', 'met3_usage', '6.00', '%'),
('place', 'place_area', '74700', 'um2'),
('clocking', 'cts_tree', 'done', ''),
('timing', 'finalHoldWorstSlack', '0.339', 'ns'),
('critical_path', 'path_max_fanout', '7', ''),
('die', 'dieHeight', '464', 'um'),
('synth', 'synth-edff-count', '11', ''),
('flow_run', 'number_of_warnings_in_the_stage_logs', '155', ''),
('layout', 'fillCellCount', '21500', ''),
('clocking', 'post_cts_hold_buffer_count', '0', ''),
('die', 'overall_die_area', '215000', 'um2'),
('flow_run', 'timing.max_cap.violations', '0', ''),
('timing', 'rsz_0062_raised_after_global_routing', 'yes', ''),
('die', 'placeable_core_area', '212000', 'um2'),
('critical_path', 'cpPeakStageDelay', '0.42', 'ns'),
('critical_path', 'setup.worst_path.class', 'input port to flop', ''),
('layout', 'syn2layout_area_growth', '20.1', '%'),
('clocking', 'clock_sink_count', '54', ''),
('die', 'std_cell_rows', '169', ''),
('route', 'antenna_violating_nets_post_route', '0', ''),
('global_route', 'grt_antenna_before_repair', '5', ''),
('layout', 'instances_no_fill', '12000', ''),
('critical_path', 'path_common_cell', 'ha_4', ''),
('die', 'core_util_floorplan', '30.2', '%'),
('clocking', 'htree_levels', '2', ''),
('timing', 'timing_max_transition_violations_final', '0', ''),
('global_route', 'number_of_global_route_vias_before_repair', '63700', ''),
('place', 'dp_hpwl', '225000', 'um'),
('route', 'firstDrtPassIters', '6', '');
## flip-flops by register name (all words and copies together) (netlist names), 2 cells and up
signal           count
board               18
cnt                  2
display.h_count     10
display.v_count     10
led                  3
result               2
## cells in the final DEF (no fill, tap or decap), types with 130 or more instances in the layout
cell type     n
nand3_1     130
buf_4      1056
a21oi_1     547
nor3_1      169
ha_1        887
nand2_1     713
xnor2_1     217
inv_1      1541
o21ai_0     445
nor2_1      683
fa_1        882
## repair_timing
item	in CTS	in global routing
buffers inserted	86	25
endpoints found under the setup margin	24	24
cloned	0	0
gates resized	184	103
hold endpoints to repair	0	0
pin swaps	93	48
## cell type report
class / instances / area (um2) / share of cell area (%)
Antenna cell: 3 / 7.51 / 0.00978
Inverter: 1578 / 5940 / 7.73
Tap cell: 2821 / 3530 / 4.60
Clock buffer: 5 / 125 / 0.163
Sequential cell: 54 / 1190 / 1.55
Multi-Input combinational cell: 6472 / 57400 / 74.8
Timing Repair Buffer: 1110 / 8550 / 11.1
Clock inverter: 3 / 21.3 / 0.0277
## per-layer routing
metal | vias to the layer above | part of all wire (%) | wire (um)
li1 | 29800 | - | -
met1 | 30300 | 41 | 108000
met2 | 2531 | 44 | 116000
met3 | 628 | 8.3 | 21900
met4 | 4 | 6.8 | 18100
met5 | - | 0.011 | 29
## worst max-delay path: cells and delay by family
| family | cells | cell delay, ns |
|---|---|---|
| muxes | 3 | 0.86 |
| adders and majority gates | 17 | 3.40 |
| AOI/OAI and AO/OA | 36 | 5.87 |
| buffers and inverters | 11 | 1.06 |
| and+or+nand+nor | 40 | 6.66 |
## per-stage QoR
step / setup slack [ns]
final: -1.22
after global routing: -2.00
after CTS: -1.09
after detailed placement: -2.85
after global placement: -2.95
after floorplan: -1.89
## worst max path at each step
| stage | from | endpoint | slack [ns] | cells after the start |
|---|---|---|---|---|
| after CTS | IO_SWITCH[1] | led[2] | -1.09 | 111 |
| after global routing | IO_SWITCH[1] | led[2] | -2.00 | 112 |
| final | IO_SWITCH[1] | led[2] | -1.22 | 107 |
## kinds of logic (layout without fill, tap and decap cells)
family / count (synthesis) / after routing / synth area share [%]
compound gates: 1942 / 1942 / 19.3
xor+xnor: 293 / 293 / 4.07
fa+ha+maj: 1806 / 1806 / 45.7
buf+inv: 1825 / 2696 / 10.8
flops: 54 / 54 / 1.86
mux: 46 / 46 / 0.775
other cells: 0 / 3 / 0
simple gates: 2385 / 2385 / 17.4
